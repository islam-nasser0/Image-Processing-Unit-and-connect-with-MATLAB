[flow/run.sh]
#!/bin/bash
# OpenROAD 26Q1-2900-gdf79404cd8, Yosys 0.63+post, stock flow scripts
make -C /OpenROAD-flow-scripts/flow DESIGN_CONFIG=/design/flow/config.mk WORK_HOME=/design/flow/orfs finish
[flow/config.mk]
export PLATFORM = sky130hd
export DESIGN_NAME = eightBitsAddSub
export DESIGN_NICKNAME = eightBitsAddSub
export VERILOG_FILES = /design/flow/design.v
export SDC_FILE = /design/flow/constraint.sdc
export NUM_CORES = 4
export LEC_CHECK = 1
export CORE_AREA = 10 10 70 70
export DIE_AREA = 0 0 80 80
[flow/constraint.sdc]
current_design eightBitsAddSub

set clk_period 2.7
set clk_io_pct 0.2

create_clock -name clk0 -period $clk_period

set non_clock_inputs [all_inputs -no_clocks]
set_input_delay [expr $clk_period * $clk_io_pct] -clock clk0 $non_clock_inputs
set_output_delay [expr $clk_period * $clk_io_pct] -clock clk0 [all_outputs]
[flow/design.v]
module eightBitsAddSub(
input [7:0] A,
input [7:0] B,
input Opsel,
output [7:0] S
);
wire [7:0] Cout;
wire [7:0] outputXorB;
xor g0 (outputXorB[0],Opsel,B[0]);
xor g1 (outputXorB[1],Opsel,B[1]);
xor g2 (outputXorB[2],Opsel,B[2]);
xor g3 (outputXorB[3],Opsel,B[3]);
xor g4 (outputXorB[4],Opsel,B[4]);
xor g5 (outputXorB[5],Opsel,B[5]);
xor g6 (outputXorB[6],Opsel,B[6]);
xor g7 (outputXorB[7],Opsel,B[7]);
fullAdder F0 (A[0], outputXorB[0] ,Opsel,S[0], Cout[0] );
fullAdder F1 (A[1], outputXorB[1], Cout[0],S[1], Cout[1] );
fullAdder F2 (A[2], outputXorB[2] ,Cout[1],S[2], Cout[2] );
fullAdder F3 (A[3], outputXorB[3] ,Cout[2], S[3], Cout[3]);
fullAdder F4 (A[4], outputXorB[4] ,Cout[3], S[4], Cout[4]);
fullAdder F5 (A[5], outputXorB[5] ,Cout[4], S[5], Cout[5]);
fullAdder F6 (A[6], outputXorB[6] ,Cout[5], S[6], Cout[6]);
fullAdder F7 (A[7], outputXorB[7] ,Cout[6], S[7], Cout[7]);
endmodule
module fullAdder (
input wire x,y,cin,
output s,cout 
);
assign s= x ^ y ^ cin;
assign cout=(x & y)|(cin & x)|(y & cin);
endmodule
==> flow_summary.toml <==
# generated from flow reports
[drt]
drt_first_pass_iters = 1
drt_iter0_markers = 0
via_count = 281
routed_wl_um = 843
avgViaCountPerCell = 2.73
diodes = 0
wl_per_cell_um = 8.18
route.detailed.drc = 0
ant_nets = 0

[place]
place_congestion = 0.768
pre_cts_slack_ns = -1.98
port_buffers = 25
hpwl_um = 799
placed_area_um2 = 628
place_inst = 102

[global_routing]
antenna_found_initial = 0
grt_max_degree = 5
grt_overflow = 0
grt_pass1_vias = 315
track_usage_pct = 2.59
grt_pass1_wl_um = 1380

[logic_synthesis]
ys_cells = 37
yosys_warnings = 0
largest_area_cell = "fa_1"
syn_inst = 37
ys_chip_area_um2 = 339
topCellsByArea = "fa_1 35%, xnor2_1 18%, buf_4 18%, inv_1 12%, xor2_1 5.2%"
ys_types = 8
synth.avg_cell_area_um2 = 9.16
ys_seq_share_pct = 0
synth_top_area_share_pct = 35.4
synth_area_um2 = 339

[cells_and_area]
seq_area_um2 = 0
flops = 0
syn_to_final_growth_pct = 82.7
final_cell_count_no_fill = 103
n_clock_buffer = 0
design_area_um2 = 619
drive_gt1_share_pct = 49.1

[timing]
min_period_ns = 3.75
relSlewSlack_pct = 85.6
rsz0062_at_grt = "yes"
finalSetupViolations = 4
hold_violations = 0
setup_ws_ns = -1.05
setup_tns_ns = -2.82
worstMarginPinSlew_ns = 0.214
maxSlewViolCount = 0
fin_crit_sh_pct = 139
fmax_mhz = 267

[setup_path]
worstSetupStartpointType = "input pin"
critPathCaptureType = "output pin"
cp_slowest_cell = "fa_2"
crit_path_max_incr_delay_ns = 0.36
worstPathCellList = "buf_6, xor2_2, fa_2, inv_2, fa_2, fa_2, fa_2, fa_2, fa_2, xnor2_2, xnor2_1, buf_2"
crit_type = "input pin to output pin"
path_common_cell = "fa_2"
required_ns = 2.16
arrival_ns = 3.21
cp_max_fo = 1

[power]
p_leak_nw = 0.281
vdd_drop_max_mv = 0.0645
seqPwrFrac_pct = 0
power_frac_clock_pct = 0
switching_share_pct = 34.8
power_uw = 136
p_per_area_nw_per_um2 = 220
p_switching_uw = 47.3
pwr-share-comb_pct = 100.0
p_int_uw = 88.8

[status]
status = "complete, but fails checks"
violations = "setup timing"

[min_path]
min_path_type = "input pin to output pin"

[flow_run]
drv_cap = 0
warnings = 35

[floorplan]
die-area_um2 = 6400
fp.dieH_um = 80
fp_util_pct = 9.93
design.portCount = 25
die_x_um = 80
core_area_um2 = 3420
num_rows = 21
## repair_timing
action,in CTS,in global routing
setup endpoints to repair,7,5
setup buffers,1,0
gates resized,40,5
hold buffers,0,0
hold endpoints to repair,0,0
pin swaps,9,9
## area by class of cell
cell class	count	area [um2]
fill	386	2800
multi-input combinational	17	268
timing repair buffer	29	253
tap	46	57.6
inverter	11	41.3
## synthesized netlist by cell type
cell type	number
inv_1	11
xnor2_2	1
fa_1	6
buf_4	8
mux2_2	1
buf_6	1
xor2_1	2
xnor2_1	7
## placed cells by master, fill, tap and decap left out
| master | netlist | routed |
|---|---|---|
| buf_2 | 0 | 6 |
| buf_4 | 8 | 4 |
| buf_6 | 1 | 3 |
| clkdlybuf4s50_1 | 0 | 12 |
| dlygate4sd2_1 | 0 | 3 |
| dlymetal6s2s_1 | 0 | 1 |
| fa_2 | 0 | 6 |
| inv_1 | 11 | 7 |
| inv_2 | 0 | 4 |
| mux2_4 | 0 | 1 |
| xnor2_1 | 7 | 5 |
| xnor2_2 | 1 | 3 |
| xor2_1 | 2 | 1 |
| xor2_2 | 0 | 1 |
## logic make-up (layout without fill, tap and decap cells)
logic type | count (synthesis) | after routing | synth area share [%]
adder cells (fa/ha/maj) | 6 | 6 | 35.4
multiplexers | 1 | 1 | 3.32
buffers and inverters | 20 | 40 | 33.2
XOR/XNOR | 10 | 10 | 28.0
## critical path: cells and delay by family
kind	cells	cell delay (ns)
xor gates and xnor gates	3	0.46
adders and majority gates	6	1.95
buffers and inverters	3	0.25
## final timing paths
path	start	to	slack, ns	depth (start not counted)
hold / removal	Opsel	S[7]	1.60	5
setup / recovery	B[1]	S[7]	-1.05	12
## through the flow
step,hold slack (ns),utilization (%)
finish,1.60,18.1
CTS,1.63,17.9
global placement,2.05,18.4
detailed placement,2.06,18.4
floorplan,1.23,-
global route,1.65,18.1
## power groups by stage
stage / Combinational (mW) / Clock [mW] / Sequential [mW]
finish: 0.136 / 0 / 0
CTS: 0.140 / 0 / 0
global route: 0.159 / 0 / 0
## layer usage
metal  vias to the layer above  track usage [%]  part of all wire, %
li1                        133                -                    -
met4                         0                0                    0
met2                        19             4.41                   44
met1                       129             3.45                   47
met3                         0            0.568                  8.7
met5                         -                0                    0
Power figures rest on the tool's default switching activity, not on a simulated workload.
