File: ./design.v
module twoBitsMUX(
input [15:0] Multiply, AddSub,
input sel,
output reg [15:0] out
);
always @(*) begin
case (sel)
1'b0:out<=AddSub;
1'b1:out<=Multiply;
endcase
end
endmodule
File: ./run.sh
#!/bin/bash
# OpenROAD 26Q1-2900-gdf79404cd8, Yosys 0.63+post, stock flow scripts
make -C /OpenROAD-flow-scripts/flow DESIGN_CONFIG=/design/flow/config.mk WORK_HOME=/design/flow/orfs finish
File: ./config.mk
export PLATFORM = sky130hd
export DESIGN_NAME = twoBitsMUX
export DESIGN_NICKNAME = twoBitsMUX
export VERILOG_FILES = /design/flow/design.v
export SDC_FILE = /design/flow/constraint.sdc
export NUM_CORES = 4
export LEC_CHECK = 1
export CORE_AREA = 10 10 70 70
export DIE_AREA = 0 0 80 80
File: ./constraint.sdc
current_design twoBitsMUX

set clk_period 1.0
set clk_io_pct 0.2

create_clock -name clk0 -period $clk_period

set non_clock_inputs [all_inputs -no_clocks]
set_input_delay [expr $clk_period * $clk_io_pct] -clock clk0 $non_clock_inputs
set_output_delay [expr $clk_period * $clk_io_pct] -clock clk0 [all_outputs]
==> results.txt <==
From the run reports.

- The run finished, with violations left.
- The final reports fail on negative setup slack.
- The critical path runs through a total of 4 cells.
- From bottom edge to top edge, the die measures about 80 um.
- The placement report lists the number of port buffers as a little under 50.
- The number of warnings issued by yosys reads 1.
- The number of distinct library cell variants in the gate-level netlist after synthesis reads 4.
- The number of placed I/O pins is slightly below 50.
- The cell sequence reported for the critical path is buf_12, buf_12, mux2_4, buf_6.
- The worst voltage drop across the vdd grid reads about 0.15 mV.
- After the flow finishes, the layout carries non-filler instances totaling 113.
- The post-layout worst setup margin is -56.4 ps.
- The number of antenna violations at the first check in global routing was 0.
- The area growth from synthesis to layout is 219%.
- The sequential cell area is 0 um^2.
- The share of total power dissipated in sequential elements is 0.
- The via count is roughly 360.
- The pre-antenna-repair detailed-routing pass consisted of 2 iterations.
- The post-layout minimum cycle time is approximately 1100 ps.
- The overall track demand over capacity in global routing is 0.0420.
- The area of combinational cells with multiple inputs is roughly 240 um^2.
- The share of the core area taken by cells at floorplan is 0.0729.
- The share of power burned in combinational logic is 1.000.
- The most numerous cell on the critical path reads sky130_fd_sc_hd__buf_12.
- The worst slew slack as a fraction of its limit is 0.953.
- The sort of element at the end of the critical path is a primary output.
- The worst setup path endpoint reads out[14].
- Dividing the final minimum period by the clock period gives 1.06.
- The post-detailed-routing wire length reads approximately 1400 um.
- Ranking logic cells in the layout by count gives the top entries sky130_fd_sc_hd__dlygate4sd2_1 (32), sky130_fd_sc_hd__mux2_4 (16), sky130_fd_sc_hd__buf_6 (11).
- Counting only logic cells after layout, the most numerous master is sky130_fd_sc_hd__dlygate4sd2_1.
- Setup repair after global routing could not meet its margin everywhere.
- Derived from the worst setup path, the maximum achievable clock frequency is ~0.95 GHz.
- Data on the critical path arrives at its endpoint at roughly 860 ps.
- The share of the synthesized area in the top cell type is 0.603.
- The chip occupies 6400 um^2.
- The class of the tightest hold or removal check is primary input to primary output.
- Per the post-synthesis report, the number of cells in the design is 18.
- The detailed-route DRC error count is 0.
- The power density relative to cell area is about 380 nW/um^2.
- The design has 0 sequential cells.
- The first global-routing pass estimated 2190 um of wire.
- The category of the most critical setup path reads primary input to primary output.
- The cell type with the largest total area after synthesis reads sky130_fd_sc_hd__mux2_4.
- The average wire length per cell after detail routing is around 12 um.
- The yosys-reported design area after synthesis is roughly 250 um^2.
- The family of cells with the greatest summed delay on the critical path is buffers and inverters.
- The number of setup violations in the final report is 16.
- The final tally of max-slew violations reads 0.
- The remaining global-route overflow reads 0.
- In this run the cell area of the synthesized design comes to 249 um^2.
- The routed design ends up with an antenna cell count of 0.
- The count of hold buffers inserted by post-cts repair reads 0.
- The total placed cells including tap cells reads ~110.
- For reference, the top cells by area after synthesis are sky130_fd_sc_hd__mux2_4 (60%), sky130_fd_sc_hd__mux2_2 (27%), sky130_fd_sc_hd__buf_12 (8.0%).
- Nets still carrying antenna violations after routing amount to 0.
- The net switching power figure is approximately 0.000067 W.
- The number of DRC markers after the initial detailed-route iteration reads 2.
- The via count of the first global-routing pass is about 430.
- The timing report shows that the slowest cell on the worst path is sky130_fd_sc_hd__mux2_4.
- In this run the worst path has a maximum fanout of 8.
- The share of power burned in the clock network reads 0.
- The synthesized area divided by synthesized cell count is around 14 um^2.
- The ratio of cells with drive above 1 in the final layout reads 0.522.
- The number of hold violations in the final report reads 0.
- The critical path launch point reads sel.
- The delay contributed by the slowest stage of the critical path is ~300 ps.
- The final core utilization reads 0.233.
- For this run, the detailed router reports a per-instance via density of 3.18.
- The floorplan step defined a core boundary enclosing ~3400 um^2.
- In this run the horizontal extent of the chip is ~80 um.
- The portion of the post-synthesis area used by sequential elements reads 0.
- The setup total negative slack reads -817 ps.
- Along the critical path, the tally of buffer and inverter instances is 3.
- The tool warning count is 34.
- The row count reads 21.
- The cell count in the Yosys report is 18.
- The max-cap violation count reads 0.
- Entering global routing, the biggest net connects 9 pins.
- The element type at the critical path start reads a primary input.
- The count of filler cells inserted in the layout is 374.
- The critical path endpoint has a required time of about 800 ps.
- The transition at the pin with the smallest max-transition slack is just over 70 ps.
- The cell-internal power is between 0.0002 and 0.00025 W.
- The script extracted a total leakage power of 0.417 nW.
- The switching power as a share of total power reads 0.224.
- The final RePlAce weighted congestion reads 0.815.
- According to the dpl log, the detail-placed design has an HPWL of between 1000 and 1500 um.
- The clock tree buffer count of the final layout is 0.
-- worst min-delay path by stage --
stage | startpoint | end | slack [ps] | cells past startpoint
after global routing | AddSub[12] | out[12] | 810 | 3
final | AddSub[5] | out[5] | 790 | 3
after CTS | AddSub[9] | out[9] | 800 | 3
-- cells in the mapped netlist (all sizes together) --
cell / count
mux2: 16
buf: 2
-- repair_timing --
item	4_1_cts	5_1_grt
gates resized	102	5
setup endpoints to repair	16	16
endpoints found under the hold margin	0	0
buffers inserted	0	0
cloned	1	0
-- layout make-up --
| type | count | area share |
|---|---|---|
| timing repair buffer | 51 | 0.625 |
| tap | 46 | 0.0724 |
| multi-input combinational | 16 | 0.302 |
-- layer usage --
layer / vias up / global-route usage / routed length, um
met3: 0 / 0.0330 / 329
met1: 143 / 0.0639 / 738
met4: 0 / 0 / 0
met5: - / 0 / 0
met2: 49 / 0.0449 / 337
li1: 167 / - / -
-- power groups by stage --
| stage | Sequential, W | Combinational [W] | Clock [W] |
|---|---|---|---|
| 6_report | 0 | 0.000301 | 0 |
| 5_1_grt | 0 | 0.000326 | 0 |
| 4_1_cts | 0 | 0.000286 | 0 |
-- metrics by stage --
step | instance area (um^2) | hold WS, ps | total power, W | worst slack [ps]
after floorplan | 249 | 498 | 0.0000893 | 72.5
after global placement | 786 | 1440 | 0.000319 | -846
after detailed placement | 786 | 1440 | 0.000319 | -853
after CTS | 763 | 801 | 0.000286 | -60.2
after global routing | 795 | 812 | 0.000326 | -71.2
final | 795 | 794 | 0.000301 | -56.4
-- kinds of logic (layout without fill, tap and decap cells) --
| kind of cell | after synthesis | count (layout) | share of synthesized area |
|---|---|---|---|
| multiplexers | 16 | 16 | 0.874 |
| buffers and inverters | 2 | 51 | 0.126 |
Power figures rest on the tool's default switching activity, not on a simulated workload.
